==> flow/design.v <==
`timescale 1ns/1ps
module SYNSRAM #(
	parameter ADDR_WIDTH=4,
	parameter DATA_WIDTH=2,
	parameter DATA_DEPTH=16
)(
	input clk,
	input cs,
	input we,
	input [DATA_WIDTH-1:0] DataIn,
	input [ADDR_WIDTH-1:0] Address,
	output reg [DATA_WIDTH-1:0] DataOut
);
reg [DATA_WIDTH-1:0] memory [DATA_DEPTH-1:0];  
	always @(posedge clk) 
	begin
		if (!cs) begin  
			if (we) 
			begin
				DataOut <= memory[Address];   
			end 
			else 
			begin
				memory[Address] <= DataIn;				 
			end
		end
	end
endmodule
module BIST(
	input clk,
	input reset,
	input [1:0] normal,
	input mode,
	output reg pass_or_fail,
	output reg test_done
);
	reg [3:0] addr;
	reg cs,we;
	reg [2:0] state;
	reg [1:0] datain;
	reg [1:0] test_patterns;
	wire [1:0] dataout;
	SYNSRAM #(.ADDR_WIDTH(4),
		.DATA_WIDTH(2),
		.DATA_DEPTH(16))
		sram(.clk(clk),.cs(cs),.we(we),.DataIn(datain),.Address(addr),.DataOut(dataout));
	parameter WRITE0=3'd0;
	parameter READ0=3'd1;
	parameter WRITE1=3'd2;
	parameter READ1=3'd3 ;
	parameter END=3'd4;
	parameter WAIT0=3'd5;
	always@(*)     
	begin
		case(mode)
			1'b0:begin
				datain=normal;
			end
			1'b1:begin
				datain=test_patterns;
			end
			default:begin
				datain=test_patterns;
			end
		endcase
	end
	always@(posedge clk)begin
		if(reset)begin
			test_patterns<=0;
			state<=WRITE0;
			addr<=0;
			cs<=0;
			we<=0;
			pass_or_fail<=1;
			test_done<=0;
		end
		else begin
			case(state)
				WRITE0:begin
					if(addr!=15)begin
						cs<=0;
						we<=0;
						addr<=addr+1;
						test_patterns<=2'b00;
						state<=WRITE0;
						pass_or_fail<=1;
						test_done<=0;
					end
					else begin
						cs<=0;
						test_patterns<=2'b00;
						addr<=0;
						we<=1;
						pass_or_fail<=1;
						test_done<=0;
						state<=WAIT0;	
					end
				end
				READ0:begin
					if(dataout!=2'b00)begin
						addr<=addr;
						cs<=0;
						pass_or_fail<=1'b0;
						test_done<=0;
						we<=1;
						test_patterns<=2'b11;
						state<=WRITE1;
					end
					else begin
						addr<=addr;
						cs<=0;
						pass_or_fail<=1'b1;
						test_done<=0;
						we<=1;
						test_patterns<=2'b11;
						state<=WRITE1;
					end
				end
				WRITE1:begin
					cs<=0;
					test_done<=0;
					addr<=addr+1;
					pass_or_fail<=1;
					test_patterns<=2'b11;
					state<=READ1;
					we<=1;
				end
				READ1:begin
					if(addr==0)begin
						if(dataout!=2'b11)begin
							addr<=0;
							we<=0;
							cs<=0;
							test_patterns<=2'b00;
							state<=END;
							pass_or_fail<=0;
							test_done<=1;
						end
						else begin
						cs<=0;
						addr<=0;
						we<=0;
						test_patterns<=2'b00;
						pass_or_fail<=1;
						test_done<=1;
						state<=END;
						end
					end
					else begin
						if(dataout!=2'b11)begin
							test_patterns<=2'b11;
							cs<=0;
							addr<=addr;
							test_done<=0;
							we<=0;
							state<=READ0;
							pass_or_fail<=0;
						end
						else begin
						cs<=0;
						we<=0;
						test_done<=0;
						addr<=addr;
						test_patterns<=2'b11;
						pass_or_fail<=1;
						state<=READ0;
						end
					end
				end
				END: begin
					we<=0;
					cs<=0;
					addr<=0;
					test_patterns<=0;
					state<=END;
					test_done<=1;
					pass_or_fail<=0;
				end
				WAIT0: begin  
					cs<=0;
					test_patterns<=2'b11;
					we<=0;
					addr<=addr;
					pass_or_fail<=1;
					test_done<=0;
					state<=READ0;
				end
				default : state<=END;		
			endcase
		end
	end
endmodule
==> flow/run.sh <==
#!/bin/bash
# OpenROAD 26Q1-2900-gdf79404cd8, Yosys 0.63+post, stock flow scripts
make -C /OpenROAD-flow-scripts/flow DESIGN_CONFIG=/design/flow/config.mk WORK_HOME=/design/flow/orfs finish
==> flow/config.mk <==
export PLATFORM = sky130hd
export DESIGN_NAME = BIST
export DESIGN_NICKNAME = BIST
export VERILOG_FILES = /design/flow/design.v
export SDC_FILE = /design/flow/constraint.sdc
export NUM_CORES = 4
export LEC_CHECK = 1
export CORE_UTILIZATION = 40
==> flow/constraint.sdc <==
current_design BIST

set clk_period 2.5
set clk_io_pct 0.2

create_clock -name clk0 -period $clk_period [get_ports {clk}]

set non_clock_inputs [all_inputs -no_clocks]
set_input_delay [expr $clk_period * $clk_io_pct] -clock clk0 $non_clock_inputs
set_output_delay [expr $clk_period * $clk_io_pct] -clock clk0 [all_outputs]
==> flow_summary.toml <==
# implementation run metrics
[run_status]
status = "finished, final reports clean"

[clock_tree]
clkTransAtPathRegs_ns = 0.09
cts_inserted_buffers = 5
clock_tree_root_buffer_cell = "sky130_fd_sc_hd__clkbuf_8"
cts_max_level = 2
clock.latency.late_pin_ns = 0.29
post_cts_resize_count = 0
cts-hold-fix-buffers = 0
cts_setup_buffers = 0
tritoncts = "yes"
clockBufferDepth = 2
cts.sink_count = 48

[route]
routed_wl_mm = 3.55
antenna_diodes = 0
wl_per_cell_um = 15.1
drt_first_pass_iters = 4
drtAntennaViolNets = 0
detail_route.iter0.violations = 38
num_vias = 1249
detail_route.drc_violations = 0
via_density = 5.31

[hold_path]
hold_path_class = "reg2reg"

[final_timing]
timing.slew.headroom_pct = 57.8
maxSlewViolCount = 0
unrepaired_setup_endpoints_after_global_routing = "no"
fin_worst_skew_ns = 0.00713
fmax_mhz = 475
final.setup.tns_ns = 0
setup_violations = 0
portion_of_the_clock_cycle_consumed_by_the_worst_path_in_the_final_layout_pct = 84.2
final-hold-violation-count = 0
finalWorstPathRequiredPeriod_ns = 2.10
worst_slew_pin_slew_ns = 0.632

[synth]
yosys_register_bits = 48
cell_count_after_synthesis = 156
post_synth_instance_area_um2 = 2110
netlist-cell-type-count = 35
ys_cells = 156
postSynth.topFlopCell = "sky130_fd_sc_hd__edfxtp_1"
edff_count_synth = 34
share_of_synthesized_area_occupied_by_flip_flops_and_latches_pct = 61.7
ys.warnings.count = 2
syn-mean-instance-area_um2 = 13.5
async_flop_share_pct = 0
synth_chip_area_um2 = 2110

[setup_path]
timing.critical_path.cells = "mux4_1, a22o_1, a221o_1"
cp_data_required_time_ns = 2.55
crit_path_top_delay_cell = "sky130_fd_sc_hd__dfxtp_1"
critPathMaxFanout = 14
cell_family_with_the_largest_share_of_critical_path_delay = "flip-flops"
arrival_time_reported_for_the_critical_path_endpoint_ns = 2.15
number_of_buffer_and_inverter_stages_on_the_critical_path = 0
critical_path.endpoint_type = "register"
cpPeakStageDelay_ns = 0.73
critical_path.startpoint_type = "register"
setup.worst_path.class = "reg2reg"

[place]
post_dp_hpwl_mm = 2.48
numPlacedInstances = 227
globalplace.congestion = 0.849
portBuffers = 6

[die]
fp.dieW_um = 74.6
placeable_core_region_um2 = 5110
row_count = 26
dieHeight_um = 74.6
floorplan.io_pins = 7
chipArea_um2 = 5570
initial_utilization_pct = 41.3

[global_routing]
maximum_number_of_pins_on_one_net_before_global_route_repair = 19
grt_total_usage_pct = 15.2
grt-ovfl-total = 0
grt_pass1_vias = 1244
antenna_found_initial = 0
global_route_wire_length_before_repair_mm = 5.90

[job]
openroad_warnings = 29
cap_violations = 0

[final_layout]
finalNonFillerCells = 235
final_layout_size_suffix_gt1_share_pct = 9.09
synthToLayoutAreaGrowth_pct = 11.5

[pwr]
power.static_leakage_nw = 0.822
peakVddDrop_v = 0.000436
power_per_cell_area_nw_per_um2 = 657
[logic make-up after synthesis]
group                    count (synthesis)  synth area share [%]
AND-OR/OR-AND                           22                  7.30
adder cells (fa/ha/maj)                  5                  2.97
buffers and inverters                   15                  3.08
flip-flops                              48                  61.7
multiplexers                             9                  9.91
AND/OR/NAND/NOR                         57                  15.1
[worst paths after layout]
path / endpoint / slack (ns) / start / cells past startpoint
min reg2reg: state[2]$_DFF_P_ / 0.51 / state[3]$_DFF_P_ / 1
min: state[2]$_DFF_P_ / 0.51 / state[3]$_DFF_P_ / 1
max: sram.DataOut[1]$_DFFE_PP_ / 0.40 / addr[0]$_SDFFE_PP0P_ / 3
max reg2reg: sram.DataOut[1]$_DFFE_PP_ / 0.40 / addr[0]$_SDFFE_PP0P_ / 3
[through the flow]
stage | area (um^2) | util (%) | hold WS, ns | setup slack [ns] | power, W
floorplan | 2110 | - | 0.457 | 0.709 | 0.000981
global placement | 2240 | 43.9 | 0.472 | 0.421 | 0.00102
detailed placement | 2240 | 43.9 | 0.489 | 0.368 | 0.00102
CTS | 2350 | 46.1 | 0.499 | 0.371 | 0.00156
global route | 2350 | 46.1 | 0.522 | 0.272 | 0.00162
finish | 2350 | 46.1 | 0.506 | 0.396 | 0.00155
[cells in the final DEF (no fill, tap or decap), drive strengths merged, types with 2 or more instances in the layout]
master / n
a21o: 2
nor4: 2
clkdlybuf4s50: 6
nor2: 10
a31oi: 4
dfxtp: 14
nand2b: 4
a221o: 2
edfxtp: 34
clkbuf: 5
nand3: 9
ha: 5
a22o: 2
nor3: 4
and3: 5
mux4: 8
nor2b: 3
a21oi: 5
nand2: 2
inv: 7
o21ai: 3
and2: 13
buf: 3
clkinv: 2
[sequential cells by signal (all words and copies together) (netlist names)]
signal         flops
we                 1
addr               4
pass_or_fail       1
test_patterns      1
state              6
test_done          1
sram.memory       32
sram.DataOut       2
[power by group]
| part | internal [W] | total [W] | switching (W) |
|---|---|---|---|
| registers | 0.000869 | 0.000884 | 0.0000140 |
| clock network | 0.000296 | 0.000548 | 0.000251 |
| logic | 0.0000578 | 0.000115 | 0.0000571 |
| total | 0.00122 | 0.00155 | 0.000322 |
[cell type report]
type,count,area [um^2]
clock buffers,5,68.8
clock inverters,3,42.5
fillers,445,2760
inverters,7,26.3
multi-input cells,93,743
flip-flops and latches,48,1300
well taps,70,87.6
repair buffers,9,82.6
[Yosys cell counts, drive strengths merged, types with 2 or more instances]
cell / count / share of area (%)
nor4: 2 / 0.59
and2: 13 / 3.9
nand2b: 4 / 1.2
nor2: 10 / 1.8
ha: 5 / 3.0
a21o: 2 / 0.71
a22o: 2 / 0.83
edfxtp: 34 / 48
a221o: 2 / 0.95
nand2: 2 / 0.36
mux4: 8 / 9.4
dfxtp: 14 / 13
a31oi: 4 / 1.2
o21ai: 3 / 0.71
nand3: 9 / 2.1
clkbuf: 7 / 1.3
nor3: 4 / 0.95
and3: 5 / 1.5
nor2b: 3 / 0.89
inv: 7 / 1.2
a21oi: 5 / 1.4
[metal layers]
layer  vias up  routed length (um)  GRT usage (%)
li1        604                   -              -
met1       588                1610           23.3
met2        55                1570           21.3
met3         2                 350           8.68
met4         0                  23           1.47
met5         -                   0              0
Power figures rest on the tool's default switching activity, not on a simulated workload.
